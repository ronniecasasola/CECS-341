--- flow/run.sh ---
#!/bin/bash
# OpenROAD 26Q1-2900-gdf79404cd8, Yosys 0.63+post, stock flow scripts
make -C /OpenROAD-flow-scripts/flow DESIGN_CONFIG=/design/flow/config.mk WORK_HOME=/design/flow/orfs finish
--- flow/config.mk ---
export PLATFORM = sky130hd
export DESIGN_NAME = ALUandALUControl
export DESIGN_NICKNAME = ALUandALUControl
export VERILOG_FILES = /design/flow/design.v
export SDC_FILE = /design/flow/constraint.sdc
export NUM_CORES = 4
export LEC_CHECK = 1
export CORE_UTILIZATION = 40
--- flow/constraint.sdc ---
current_design ALUandALUControl

set clk_period 22.9
set clk_io_pct 0.2

create_clock -name clk0 -period $clk_period

set non_clock_inputs [all_inputs -no_clocks]
set_input_delay [expr $clk_period * $clk_io_pct] -clock clk0 $non_clock_inputs
set_output_delay [expr $clk_period * $clk_io_pct] -clock clk0 [all_outputs]
--- flow/design.v ---
`timescale 1ns / 1ps
module ALU(ALUControl, A, B, Result, Zero_Flag);
	input [3:0] ALUControl;
	input [31:0] A, B;
	output reg [31:0] Result;
	output  Zero_Flag;
	always @(ALUControl, A, B) begin
		case(ALUControl)
		4'b0000: Result = A & B;	 
		4'b0001: Result =  A | B;	 
		4'b0010: Result = A + B;	 
		4'b0110: Result = A - B; 	 
		4'b0111: Result = ( A < B ) ? 32'b1 : 32'b0;  
		4'b1100: Result = ~( A | B );  
		default : Result = 32'hX;
		endcase
	end
	assign Zero_Flag = (Result) ? 1'b0 : 1'b1;
endmodule
`timescale 1ns / 1ps
module ALU_Control(
    input [5:0] FuncCode,
    input [1:0] ALU_Op,
    output reg [3:0] ALU_Ctl
    );
always @(FuncCode, ALU_Op) begin
		casex({FuncCode, ALU_Op})
		{6'b100000, 2'b10} : ALU_Ctl = 4'b0010;  
		{6'b100010, 2'b10} : ALU_Ctl = 4'b0110;  
		{6'b100100, 2'b10} : ALU_Ctl = 4'b0000;  
		{6'b100101, 2'b10} : ALU_Ctl = 4'b0001;  
		{6'b101010, 2'b10} : ALU_Ctl = 4'b0111;  
		{6'b100111, 2'b10} : ALU_Ctl = 4'b1100;  
		{6'bXXXXXX, 2'b00} : ALU_Ctl = 4'b0010;  
		{6'bXXXXXX, 2'bX1} : ALU_Ctl = 4'b0110;  
		default: ALU_Ctl = 4'bXXXX;
		endcase
		end
endmodule
`timescale 1ns / 1ps
module ALUandALUControl(
    input [5:0] FuncCode,
    input [1:0] ALU_Op,
    input [31:0] A,
    input [31:0] B,
    output [31:0] Output,
	 output Zero_Flag
    );
wire [3:0] ALU_Ctl;
		ALU_Control	a1(FuncCode , ALU_Op, ALU_Ctl);
		ALU alu1 (ALU_Ctl, A, B, Output, Zero_Flag);
endmodule
==> out/metrics.json <==
{
  "finish": {
    "layout.area.seq_um2": 0,
    "layout.clock_buffers": 0,
    "area.growth.synth_to_final_pct": 19.2,
    "multi_input_comb_area_mm2": 0.00541,
    "layout.filler_cells": 1534,
    "design.seq.count": 0,
    "final_layout_size_suffix_gt1_share_pct": 4.29
  },
  "hold_path": {
    "whs_path_depth": 5,
    "hold_path_startpoint": "B[31]",
    "min_to": "Output[31]",
    "hold_path.class": "input pin to output pin"
  },
  "synth": {
    "synth.top_cell.area_share_pct": 21.7,
    "syn-cell-area_mm2": 0.00598,
    "area_leaders": "ha_1 (22%), a21oi_1 (7.7%), nor2_1 (6.6%), inv_1 (6.2%), xnor2_1 (4.0%)",
    "synthCells": 913,
    "avg_synthesized_cell_area_um2": 6.55,
    "synth_warnings": 2,
    "postSynthSeqShare_pct": 0,
    "yosysUniqueCellTypes": 76,
    "ys_chip_area_mm2": 0.00598,
    "common_cells": "nor2_1 (106), ha_1 (104), inv_1 (99), a21oi_1 (92), nand2_1 (51)",
    "top_area_cell": "ha_1",
    "yosys_cells": 913,
    "synthMostInstantiatedCell": "nor2_1"
  },
  "timing": {
    "worst_pin_slew_ns": 0.819,
    "maxClockFrequency_mhz": 72.4,
    "setup-violations-final": 0,
    "worst_slew_margin_rel_pct": 45.3,
    "final.setup.tns_ns": 0,
    "final_cycle_share_pct": 60.3,
    "final_max_slew_viol_count": 0,
    "final.setup.worst_slack_ns": 9.08,
    "finalHoldViolCount": 0,
    "period_needed_ns": 13.82,
    "rsz0062_at_grt": "no"
  },
  "critical_path": {
    "timing_worst_setup_path_type": "input pin to output pin",
    "crit_path_start_kind": "input pin",
    "timing.critical_path.slowest_stage_cell": "a2111oi_0",
    "path_cells": "clkdlybuf4s50_1 -> ha_1 -> inv_1 -> fa_1 -> nand2b_1 -> a2111oi_4 -> o21bai_1 -> a21o_1 -> and4_1 -> a2111oi_0 -> o32ai_1 -> nor4_1 -> nand4b_1 -> nor2_1 -> nor3b_2 -> clkdlybuf4s50_1",
    "critPathTopFamily": "AND-OR/OR-AND gates",
    "crit_required_ns": 18.32,
    "critical_path.endpoint_type": "output pin",
    "cp_data_arrival_time_ns": 9.24,
    "cp_max_fo": 5,
    "cp.buffers_inverters": 3,
    "max_stage_delay_ns": 0.56,
    "critPathMostFrequentCell": "clkdlybuf4s50_1"
  },
  "grt": {
    "pin_count_of_the_biggest_net_entering_global_routing": 38,
    "grt_first_pass_wirelength_um": 35000,
    "grt_antenna_before_repair": 0,
    "grt-ovfl-total": 0,
    "grtUsageTotal_pct": 28.3,
    "first_global_vias": 6250
  },
  "pwr": {
    "power.internal_mw": 0.0811,
    "peakVddDrop_mv": 0.00999,
    "seq_power_share_pct": 0,
    "power_leakage_nw": 3.16,
    "power.share.clock_pct": 0,
    "net-switching-power_mw": 0.106,
    "pwr-share-comb_pct": 100.0,
    "p_per_area_mw_per_mm2": 26.2,
    "switching_share_pct": 56.6
  },
  "clock_network": {
    "post_cts.repair.setup_buffers": 0,
    "hold_buffer_count_at_cts": 0,
    "post_cts_resize_count": 0
  },
  "run": {
    "max-cap-violations": 0,
    "number_of_warnings_in_the_stage_logs": 104
  },
  "floorplanning": {
    "row_count": 44,
    "fp-utilization_pct": 41.0,
    "core_area_mm2": 0.0146,
    "design.die.area_mm2": 0.0155,
    "die_height_um": 124,
    "ios": 105,
    "die_width_um": 124
  },
  "detailed_routing": {
    "drt_wl_total_um": 22000,
    "firstDrtPassIters": 7,
    "detail_route.antenna_diodes": 0,
    "postRouteAntennaNets": 0,
    "drt_iter0_markers": 795,
    "drt-vias-per-instance": 5.91,
    "drt_drc_violations_left": 0,
    "average_routed_wire_per_standard_cell_um": 18.9,
    "routed-via-count": 6884
  },
  "placement": {
    "place.gp.congestion": 0.985,
    "detailedPlacementHpwl_um": 17700,
    "buffer_ports.inserted": 105,
    "post-place-ws_ns": 9.17
  },
  "status": {
    "status": "completed"
  }
}
[worst max path at each step]
stage         startpoint         to  cells past startpoint
CTS                 B[0]  Zero_Flag                     16
global route        B[0]  Zero_Flag                     16
finish              B[0]  Zero_Flag                     16
[power groups by stage]
| stage | Sequential [mW] | Combinational [mW] | Clock (mW) |
|---|---|---|---|
| 4_1_cts | 0 | 0.185 | 0 |
| 5_1_grt | 0 | 0.204 | 0 |
| 6_report | 0 | 0.187 | 0 |
[cell usage in the layout (no fill, tap or decap), drive strengths merged, types with 7 or more instances in the layout]
master         synthesis  routed
inv                  102     102
a22oi                 10      10
nor3                  26      26
o21bai                 8       8
a2111oi               12      12
nand2                 51      51
a221oi                 8       8
a21oi                 92      92
o211ai                16      16
buf                   21      10
nand4                  9       9
o21ai                 50      50
o21a                   7       7
a31oi                 18      18
nor2                 106     106
o31ai                 11      11
a21o                  15      15
nor4                   8       8
xnor2                 27      27
nor2b                 12      12
xor2                  14      14
clkdlybuf4s50          0     104
and3                   8       8
nand3                 22      22
ha                   104     104
nand2b                14      14
a211oi                11      11
[metrics by stage]
stage	hold WS, ns	area, µm²	utilization, %	power [mW]	instances
2_1_floorplan	9.37	5980	-	0.112	913
3_3_place_gp	10.35	7130	48.9	0.185	1164
3_5_place_dp	10.35	7130	48.9	0.183	1164
4_1_cts	10.36	7130	48.9	0.185	1164
5_1_grt	10.40	7130	48.9	0.204	1164
6_report	10.36	7130	48.9	0.187	1164
[routing by layer]
layer	vias to the layer above	global-route usage, %	part of all wire (%)
met1	3108	45.3	49
met5	-	0	0
li1	3451	-	-
met3	20	3.24	8.1
met2	305	41.1	42
met4	0	3.40	1.1
[cell families after synthesis]
| group | count (synthesis) | share of synthesized area (%) |
|---|---|---|
| buffers and inverters | 149 | 9.83 |
| XOR/XNOR | 41 | 6.00 |
| adder cells (fa/ha/maj) | 106 | 22.4 |
| AND/OR/NAND/NOR | 287 | 23.2 |
| multiplexers | 5 | 0.837 |
| AND-OR/OR-AND | 325 | 37.7 |
[layout make-up]
class / count / area share (%)
inverter: 102 / 5.37
multi-input combinational: 764 / 75.8
timing repair buffer: 114 / 15.6
tap: 184 / 3.23
Power figures rest on the tool's default switching activity, not on a simulated workload.
