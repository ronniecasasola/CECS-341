### design/flow/design.v
`timescale 1ns / 1ps
module RegFile32(Read1, Read2, WriteReg,WriteData, clock, RegWrite, Data1, Data2);
	input [4:0] Read1, Read2, WriteReg;  
	input [31:0] WriteData;  
	input RegWrite,  
			clock;  
	output [31:0] Data1, Data2;  
	reg [31:0] RF [31:0];  
	assign Data1 = RF[Read1];
	assign Data2 = RF[Read2];
	always @(negedge clock)
	begin
		if (RegWrite == 1 && WriteReg != 5'h000) RF[WriteReg] <= WriteData;
		RF[0] <= 32'h00000000;  
	end
endmodule
### design/flow/config.mk
export PLATFORM = sky130hd
export DESIGN_NAME = RegFile32
export DESIGN_NICKNAME = RegFile32
export VERILOG_FILES = /design/flow/design.v
export SDC_FILE = /design/flow/constraint.sdc
export NUM_CORES = 4
export LEC_CHECK = 1
export CORE_UTILIZATION = 30
### design/flow/run.sh
#!/bin/bash
# OpenROAD 26Q1-2900-gdf79404cd8, Yosys 0.63+post, stock flow scripts
make -C /OpenROAD-flow-scripts/flow DESIGN_CONFIG=/design/flow/config.mk WORK_HOME=/design/flow/orfs finish
### design/flow/constraint.sdc
current_design RegFile32

set clk_period 11.9
set clk_io_pct 0.2

create_clock -name clk0 -period $clk_period [get_ports {clock}]

set non_clock_inputs [all_inputs -no_clocks]
set_input_delay [expr $clk_period * $clk_io_pct] -clock clk0 $non_clock_inputs
set_output_delay [expr $clk_period * $clk_io_pct] -clock clk0 [all_outputs]
==> run summary <==
Implementation progress

Data on the critical path arrives at its endpoint at 8.95 ns. Looking at the critical path, the highest net fanout was 2. The overall chip area stands at 0.155 mm2. The buffer levels on the longest clock path stands at 3. The post-CTS clock slew at the launch and capture registers of the worst setup and hold paths stands at 0.04 ns. The setup path with the least slack is of type flip-flop to primary output. The flow ran to the end, and the final reports show no timing, DRC or antenna violations. The initial antenna violation count stands at 5. The cell resize tally after clock tree synthesis stands at 0. The report counts max-capacitance violations totalling 0. In this run, the number of DRC markers left after iteration 0 of detailed routing was 1690. The iteration tally of the first detailed-router pass stands at 5. A synthesized cell averages 18.8 um2.

The post-synthesis chip area from yosys stands at 0.0461 mm2. The post-CTS setup repair buffer count stands at 0. The via count of the first global-routing pass stands at 34.2k. The floorplan core density stands at 0.303. The count of nets left with antenna violations once routing finished came out at 0. The routability congestion estimate stands at 0.878. The largest vdd supply drop stands at 0.000120 V.

In the final layout, the registers with the most flip-flops are RF: 992 flops. The design draws 9.36 mW. The number of H-tree levels stands at 3. The number of distinct standard cells referenced by the synthesized netlist stands at 26.

Per the synth log, the flip-flop and latch total comes to 992. According to the hold report, the worst path is of the primary input to primary output type. The sum of net half-perimeters after detailed placement stands at 85.1 mm. TritonCTS built the clock tree. The final max-slew violation count stands at 0.

OpenROAD emitted warnings numbering 1020. The number of vias after detailed routing stands at 29.6k. Per the final layout report, the fraction of cells sized above drive strength 1 comes to 0.223. The core region is 0.152 mm2. The wire length reported by the detailed router stands at 146 mm. Per the OpenROAD power report, leakage power amounts to 22.5 nW. For this design, the sink count on the clock tree is 992.

The number of buffers created by CTS stands at 111. The register with the most flip-flops in the final layout is RF. The sequential area share after synthesis stands at 0.646. Counting every instance in the synthesized netlist gives 2448. Relative to the synthesized area, the layout overhead comes to 25.0%. The number of hold violations in the final report stands at 0. Across every metal layer, demand over resource in global routing totals 0.201. The post-route utilization of the core is recorded as 0.378. The vertical die dimension reported for this design is 394 um. The overall overflow remaining after global route stands at 0. The tree is rooted in a sky130_fd_sc_hd__clkbuf_16. For this design the top-level I/O count stands at 113. The power per standard cell area stands at 162 mW/mm2.

The pin closest to its max-slew limit shows a slew of 0.972 ns. The number of flip-flops in the largest register stands at 992. The relative max-transition margin stands at 0.347. Setup repair after global routing left no endpoint under its margin. The final routed wire length divided by cell count stands at 25.5 um.

The worst hold-check slack stands at 5.80 ns. The total number of yosys warnings stands at 1. The cell count listed in synth_stat.txt stands at 2448. The number of buffer cells added on primary ports stands at 112.

Entering global routing, the biggest net connects 103 pins. According to the floorplan report, the die width is 394 um. The accumulated negative setup slack stands at 0 ns. The worst setup path is captured at a primary output.

The first global-routing pass estimated 211 mm of wire. The post-synthesis instance area stands at 0.0461 mm2. The setup violation total in the final timing report stands at 0. The remaining design rule violation count stands at 0.

Using the TritonRoute via totals, the vias-per-cell ratio works out to 5.18. Data on the critical path is required at its endpoint by 9.52 ns. STA classifies the critical path startpoint as a flip-flop. The number of buffers added to fix hold violations after cts stands at 0. In this run the core area contains 143 standard-cell rows.
[power breakdown]
part / internal [mW] / switching (mW) / total [mW]
registers: 3.92 / 0.0170 / 3.94
clock network: 2.50 / 2.19 / 4.69
logic: 0.312 / 0.421 / 0.733
[metal layers]
| metal | track usage | part of all wire | up-vias |
|---|---|---|---|
| met2 | 0.296 | 0.48 | 1947 |
| met5 | 0 | 0.00021 | - |
| li1 | - | - | 12800 |
| met1 | 0.203 | 0.32 | 14500 |
| met4 | 0.0871 | 0.035 | 4 |
| met3 | 0.168 | 0.16 | 283 |
[critical path, cell delays in order (launching register included)]
cell                              delay [ns]
sky130_fd_sc_hd__edfxtp_1               0.41
sky130_fd_sc_hd__mux4_2                 0.49
sky130_fd_sc_hd__a22o_1                 0.25
sky130_fd_sc_hd__o21ai_1                0.42
sky130_fd_sc_hd__o31ai_1                0.26
sky130_fd_sc_hd__clkdlybuf4s50_1        0.46
[synth_stat cells, drive strengths merged]
| cell type | number | area (um2) |
|---|---|---|
| nor2b | 6 | 37.5 |
| or3b | 3 | 26.3 |
| o31ai | 64 | 480 |
| and3 | 32 | 200 |
| buf | 95 | 626 |
| o21ai | 64 | 320 |
| edfxtp | 992 | 29800 |
| nor2 | 34 | 128 |
| mux4 | 384 | 8650 |
| and2 | 34 | 213 |
| nand2 | 67 | 251 |
| mux2i | 160 | 1600 |
| a211oi | 64 | 480 |
| nand3b | 5 | 37.5 |
| or3 | 1 | 6.26 |
| nand2b | 2 | 12.5 |
| mux2 | 64 | 721 |
| nand3 | 2 | 10.0 |
| a22o | 192 | 1680 |
| o22ai | 64 | 400 |
| clkbuf | 116 | 435 |
| inv | 3 | 11.3 |
[stage by stage]
stage          cell area [um2]  std cells  worst slack, ns
2_1_floorplan            46100       2448             1.15
3_3_place_gp             50200       4520            0.954
3_5_place_dp             50200       4520            0.923
4_1_cts                  57600       5713            0.483
5_1_grt                  57600       5713            0.403
6_report                 57600       5714            0.574
[worst paths after layout]
| kind | from | end | cells after the start |
|---|---|---|---|
| setup / recovery | RF[26][29] | Data2[29] | 5 |
| hold / removal | Read1[3] | Data1[7] | 4 |
[area by class of cell]
| cell class | instances | area [um2] |
|---|---|---|
| fill | 13800 | 94600 |
| multi-input combinational | 1242 | 15600 |
| clock buffer | 113 | 2830 |
| antenna | 1 | 2.50 |
| sequential | 992 | 29800 |
| clock inverter | 1081 | 4580 |
| tap | 2030 | 2540 |
| inverter | 2 | 8.76 |
| timing repair buffer | 253 | 2320 |
[placed cells by master (no fill, tap or decap), drive strengths merged, types with 16 or more instances in the layout]
| master | synthesis | layout |
|---|---|---|
| a211oi | 64 | 64 |
| a22o | 192 | 192 |
| and2 | 34 | 34 |
| and3 | 32 | 32 |
| buf | 95 | 151 |
| bufinv | 0 | 16 |
| clkbuf | 116 | 113 |
| clkdlybuf4s50 | 0 | 102 |
| clkinvlp | 0 | 32 |
| edfxtp | 992 | 992 |
| inv | 3 | 1029 |
| mux2 | 64 | 64 |
| mux2i | 160 | 160 |
| mux4 | 384 | 384 |
| nand2 | 67 | 67 |
| nor2 | 34 | 34 |
| o21ai | 64 | 64 |
| o22ai | 64 | 64 |
| o31ai | 64 | 64 |
[logic make-up after synthesis]
logic type / after synthesis / share of synthesized area
AOI/OAI and AO/OA: 448 / 0.0729
buffers and inverters: 214 / 0.0233
DFF: 992 / 0.646
muxes: 608 / 0.238
and+or+nand+nor: 186 / 0.0200
No activity file was given, so power comes from the tool's default toggle rates.
