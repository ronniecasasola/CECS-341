==> design.v <==
`timescale 1ns / 1ps
module ProgramCounter( clk, PC_In, PC_Out
    );
	 input clk;
	 input [31:0] PC_In;
	 output reg [31:0] PC_Out;
	 always @(posedge clk)
		PC_Out = PC_In;
endmodule
==> run.sh <==
#!/bin/bash
# OpenROAD 26Q1-2900-gdf79404cd8, Yosys 0.63+post, stock flow scripts
make -C /OpenROAD-flow-scripts/flow DESIGN_CONFIG=/design/flow/config.mk WORK_HOME=/design/flow/orfs finish
==> config.mk <==
export PLATFORM = sky130hd
export DESIGN_NAME = ProgramCounter
export DESIGN_NICKNAME = ProgramCounter
export VERILOG_FILES = /design/flow/design.v
export SDC_FILE = /design/flow/constraint.sdc
export NUM_CORES = 4
export LEC_CHECK = 1
export CORE_AREA = 10 10 91 91
export DIE_AREA = 0 0 101 101
==> constraint.sdc <==
current_design ProgramCounter

set clk_period 1.0
set clk_io_pct 0.2

create_clock -name clk0 -period $clk_period [get_ports {clk}]

set non_clock_inputs [all_inputs -no_clocks]
set_input_delay [expr $clk_period * $clk_io_pct] -clock clk0 $non_clock_inputs
set_output_delay [expr $clk_period * $clk_io_pct] -clock clk0 [all_outputs]
==> Changelog: implementation <==
### Metrics

* Critical Path Max Stage Delay at 0.32 ns
* Via count at 486
* CP required at roughly 0.80 ns
* Asr flop ratio synth at 0%
* Buffers on Ports at 64
* Outcome: finished clean
* Root Driver: clkbuf_8
* Slew margin rel. at between 90% and 100%
* Dominant flop cell: dfxtp_1
* Grt ovf at 0
* Area leader share at ~100%
* Die ar. at between 10,000 and 15,000 um2
* RSZ-0062 raised after global routing: false
* Initial antenna violation count at 0
* PwrDens at about 2000 nW/um2
* Tool Warnings at 25
* Crit Path Class: flip-flop to output pin
* Largest register FFs at 32
* Clock sink count at 32
* Average size of a mapped cell at 20.0 um2
* Avg WL per Cell at 12.4 um
* Post-route DRC at 0
* Final worst path period share at 95.5%
* MI comb cells at 0
* Area grow syn2layout at 119%
* Io pins at about 65
* Ys flops at 32
* Cells after Synth at 32
* Initial DRC count at 2
* Logic cell area at 0 um2
* Total CTS buffers at 5
* Yosys warnings at 1
* Largest net degree at the start of global routing at 12
* Ant diodes at 0
* Drt first pass iters at 3
* Vias in the first global route at 553
* Yosys stat cell total at 32
* Startpoint types: flip-flop
* Mapped cell area at 641 um2
* Routability cong. at between 0.7 and 0.8
* Layout cells sized above 1 at 38.5%
* Synth Seq Share at 100%
* CTS tree: done
* VDD IR max at 0.745 mV
* Die extent in y at 101 um
* Clk buf depth at 2
* Vias per cell at ~2.7
* Final setup TNS at 0 ns
* Hold path depth at 1
* Core ar. at 6350 um2
* Antenna-violating nets left at 0
* WL final at 2250 um
* Slew Viols, Final at 0
* Largest cells by area after synthesis: dfxtp_1 100%
* Global-route wire length before repair at ~3300 um
* Minimum clock period at 0.955 ns
* Most numerous cell in the Yosys netlist: dfxtp_1
* Yosys stat area at 641 um2
* Slowest cell on crit path: dfxtp_2
* CP Capture Type: output pin
* Critical path peak fanout at 1
* Hold Violations, Final at 0
* EDFF count, synth at 0
* Worst Hold Class: primary input to flip-flop
* Design Power at between 2 and 3 mW
* Worst Path Buf+Inv at 1
* Post-synth top area cell: dfxtp_1
* Clock transition at path regs at around 0.070 ns
* Rows at 29
* Synth top cells by count: 32 x dfxtp_1
* Synth cell types at 1
* LEAKAGE at ~0.59 nW
* Slew @ Worst Pin at 0.0744 ns
* Fp util at ~10%
* Fmax at 1050 MHz
* Largest delay contributor family on the critical path: flip-flops
* Count of final setup violators at 0
* Overall routing resource usage at 4.29%
* Worst path depth at 1
* CTS H-Tree Depth at 2
* CP Data Arrival Time at 0.76 ns
* Cell Chain, Critical Path: clkdlybuf4s15_1
* Die Wd at 101 um
* Max Cap Viol at 0
-- through the flow --
stage / worst slack [ns] / instances / cell area (um2) / util (%) / hold WS [ns]
after floorplan: 0.538 / 32 / 641 / - / 0.228
after global placement: 0.000902 / 173 / 1380 / 21.7 / 0.650
after detailed placement: 0.00469 / 173 / 1380 / 21.7 / 0.652
after CTS: 0.00195 / 181 / 1480 / 23.3 / 0.339
after global routing: 0.000824 / 181 / 1400 / 22.1 / 0.332
final: 0.0448 / 181 / 1400 / 22.1 / 0.344
-- final cells by class --
class | count | area, um2
clock buffers | 5 | 68.8
clock inverters | 3 | 42.5
fillers | 677 | 4950
flip-flops and latches | 32 | 656
well taps | 77 | 96.3
repair buffers | 64 | 541
-- layer usage --
| layer | up-vias | GRT usage [%] | share of wire (%) |
|---|---|---|---|
| met3 | 2 | 3.74 | 17 |
| met2 | 34 | 6.88 | 50 |
| met4 | 0 | 0.750 | 0.49 |
| met5 | - | 0 | 0 |
| met1 | 212 | 4.16 | 33 |
| li1 | 238 | - | - |
-- where the power goes --
| group | leakage, nW | internal (mW) | switching, mW |
|---|---|---|---|
| clock network | 0.0541 | 0.737 | 0.489 |
| logic | 0.262 | 0.162 | 0.0270 |
| registers | 0.270 | 1.35 | 0.0153 |
-- placed cells by master (no fill, tap or decap) --
cell / synthesis / final
dfxtp_1: 32 / 20
clkbuf_8: 0 / 5
clkinvlp_4: 0 / 1
clkinv_2: 0 / 1
clkdlybuf4s15_1: 0 / 12
clkbuf_2: 0 / 17
dfxtp_2: 0 / 12
clkdlybuf4s50_1: 0 / 32
buf_2: 0 / 3
bufinv_16: 0 / 1
-- what timing repair did --
| item | CTS | global route |
|---|---|---|
| buffers inserted | 0 | 0 |
| endpoints found under the setup margin | 32 | 19 |
| resized | 72 | 27 |
| hold buffers | 0 | 0 |
-- final timing paths --
check,startpoint,endpoint,slack [ns]
setup / recovery,PC_Out[10]$_DFF_P_,PC_Out[10],0.04
hold / removal,PC_In[28],PC_Out[28]$_DFF_P_,0.34
-- logic make-up (layout without fill, tap and decap cells) --
group	after synthesis	in the layout	synth area share, %
buffers and inverters	0	72	0
flip-flops	32	32	100
Power is estimated from default activity; no workload was simulated.
